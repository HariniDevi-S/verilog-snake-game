$ cat flow/run.sh
#!/bin/bash
# OpenROAD 26Q1-2900-gdf79404cd8, Yosys 0.63+post, stock flow scripts
make -C /OpenROAD-flow-scripts/flow DESIGN_CONFIG=/design/flow/config.mk WORK_HOME=/design/flow/orfs finish
$ cat flow/config.mk
export PLATFORM = sky130hd
export DESIGN_NAME = snake_game_top
export DESIGN_NICKNAME = snake_game_top
export VERILOG_FILES = /design/flow/design.v
export SDC_FILE = /design/flow/constraint.sdc
export NUM_CORES = 4
export LEC_CHECK = 1
export CORE_UTILIZATION = 30
$ cat flow/constraint.sdc
current_design snake_game_top

set clk_period 5.0
set clk_io_pct 0.2

create_clock -name clk0 -period $clk_period [get_ports {clk}]

set non_clock_inputs [all_inputs -no_clocks]
set_input_delay [expr $clk_period * $clk_io_pct] -clock clk0 $non_clock_inputs
set_output_delay [expr $clk_period * $clk_io_pct] -clock clk0 [all_outputs]
$ cat flow/design.v
module collision_detector (
    input wire [2:0] head_x,
    input wire [2:0] head_y,
    input wire [2:0] body1_x,
    input wire [2:0] body1_y,
    input wire [2:0] body2_x,
    input wire [2:0] body2_y,
    output wire wall_collision,
    output wire self_collision
);
    assign wall_collision = (head_x > 7) || (head_y > 7);
    assign self_collision = ((head_x == body1_x) && (head_y == body1_y)) ||
                           ((head_x == body2_x) && (head_y == body2_y));
endmodule
module game_controller (
    input wire clk,
    input wire reset,
    input wire start,
    input wire wall_collision,
    input wire self_collision,
    input wire food_eaten,
    output reg [1:0] state,
    output reg move_enable,
    output reg new_food,
    output reg [7:0] score
);
    localparam IDLE = 2'b00;
    localparam PLAYING = 2'b01;
    localparam GAME_OVER = 2'b10;
    reg [15:0] move_counter;
    localparam MOVE_SPEED = 16'd10000;
    always @(posedge clk or posedge reset) begin
        if (reset) begin
            state <= IDLE;
            score <= 0;
            move_enable <= 0;
            new_food <= 0;
            move_counter <= 0;
        end else begin
            move_enable <= 0;
            new_food <= 0;
            case (state)
                IDLE: begin
                    if (start) begin
                        state <= PLAYING;
                        score <= 0;
                        new_food <= 1;
                    end
                end
                PLAYING: begin
                    if (move_counter >= MOVE_SPEED) begin
                        move_enable <= 1;
                        move_counter <= 0;
                    end else begin
                        move_counter <= move_counter + 1;
                    end
                    if (wall_collision || self_collision) begin
                        state <= GAME_OVER;
                    end
                    if (food_eaten) begin
                        score <= score + 1;
                        new_food <= 1;
                    end
                end
                GAME_OVER: begin
                    if (start) begin
                        state <= IDLE;
                    end
                end
            endcase
        end
    end
endmodule
module lfsr_random (
    input wire clk,
    input wire reset,
    input wire enable,
    output reg [2:0] random_x,
    output reg [2:0] random_y
);
    reg [7:0] lfsr;
    always @(posedge clk or posedge reset) begin
        if (reset) begin
            lfsr <= 8'b10101010;
        end else if (enable) begin
            lfsr <= {lfsr[6:0], lfsr[7] ^ lfsr[5] ^ lfsr[4] ^ lfsr[3]};
        end
    end
    always @(*) begin
        random_x = lfsr[2:0];
        random_y = lfsr[5:3];
    end
endmodule
module snake_body (
    input wire clk,
    input wire reset,
    input wire move_enable,
    input wire [1:0] direction,
    input wire grow,
    output reg [2:0] head_x,
    output reg [2:0] head_y,
    output reg [2:0] body1_x,
    output reg [2:0] body1_y,
    output reg [2:0] body2_x,
    output reg [2:0] body2_y,
    output reg [3:0] length
);
    always @(posedge clk or posedge reset) begin
        if (reset) begin
            head_x <= 4;
            head_y <= 4;
            body1_x <= 4;
            body1_y <= 3;
            body2_x <= 4;
            body2_y <= 2;
            length <= 3;
        end else if (move_enable) begin
            if (!grow) begin
                body2_x <= body1_x;
                body2_y <= body1_y;
            end
            body1_x <= head_x;
            body1_y <= head_y;
            case (direction)
                2'b00: head_y <= head_y - 1;
                2'b01: head_y <= head_y + 1;
                2'b10: head_x <= head_x - 1;
                2'b11: head_x <= head_x + 1;
            endcase
            if (grow) begin
                length <= length + 1;
            end
        end
    end
endmodule
module snake_game_top (
    input wire clk,
    input wire reset,
    input wire start,
    input wire [1:0] direction,
    output wire [1:0] game_state,
    output wire [7:0] score,
    output wire [2:0] snake_head_x,
    output wire [2:0] snake_head_y,
    output wire [2:0] food_x,
    output wire [2:0] food_y
);
    wire move_enable, new_food, grow;
    wire wall_collision, self_collision;
    wire [2:0] body1_x, body1_y, body2_x, body2_y;
    wire [3:0] length;
    wire food_eaten;
    assign food_eaten = (snake_head_x == food_x) && (snake_head_y == food_y);
    assign grow = food_eaten;
    game_controller ctrl (
        .clk(clk),
        .reset(reset),
        .start(start),
        .wall_collision(wall_collision),
        .self_collision(self_collision),
        .food_eaten(food_eaten),
        .state(game_state),
        .move_enable(move_enable),
        .new_food(new_food),
        .score(score)
    );
    snake_body snake (
        .clk(clk),
        .reset(reset),
        .move_enable(move_enable),
        .direction(direction),
        .grow(grow),
        .head_x(snake_head_x),
        .head_y(snake_head_y),
        .body1_x(body1_x),
        .body1_y(body1_y),
        .body2_x(body2_x),
        .body2_y(body2_y),
        .length(length)
    );
    collision_detector collision (
        .head_x(snake_head_x),
        .head_y(snake_head_y),
        .body1_x(body1_x),
        .body1_y(body1_y),
        .body2_x(body2_x),
        .body2_y(body2_y),
        .wall_collision(wall_collision),
        .self_collision(self_collision)
    );
    lfsr_random food_gen (
        .clk(clk),
        .reset(reset),
        .enable(new_food),
        .random_x(food_x),
        .random_y(food_y)
    );
endmodule
==> GITHUB_STEP_SUMMARY <==
## Synthesis and layout report

| Metric | Value |
|---|---|
| Fin crit period | 2780 ps |
| Reg2reg end | ctrl.score[7]$_DFFE_PP0P_ |
| Hold WC Path Type | flop to flop |
| Share of the synthesized area in the top cell type | between 30% and 40% |
| Wirelength per Cell | 12.5 um |
| Vias | ~1.8k |
| Metal1 wirelength | 2.36 mm |
| FP Rows | 34 |
| Distinct lib cells | 40 |
| Total track usage | a little over a tenth |
| Skew final | 20.0 ps |
| Worst-margin pin slew | 679 ps |
| H-tree Lvls | 2 |
| Min-delay src | food_gen.lfsr[6]$_DFFE_PP0P_ |
| Uppermost layer routed | met4 |
| Reg2reg start | ctrl.state[1]$_DFFE_PP0P_ |
| Worst min-delay path endpoint | food_gen.lfsr[7]$_DFFE_PP1P_ |
| CP startpoint kind | primary input |
| RSZ-0062 raised after global routing | no |
| Area after DPL | ~3100 um2 |
| Core Box Area | approximately 9000 um2 |
| Layout fillers | 872 |
| Yosys reg bits | 54 |
| CTS Sinks | roughly 54 |
| Post-synth EDFFs | 0 |
| Final core utilization | between 30% and 40% |
| Clk latency late pin | between 300 and 400 ps |
| Pleak | about 1.5 nW |
| Yosys chip area | 2790 um2 |
| TritonRoute pass-1 iters | 17 |
| Routed wl met3 | roughly 180 um |
| Synth area leader | dfrtp_1 |
| Syn avg cell area | around 11 um2 |
| Iter 0 DRT Violations | approximately 82 |
| Max IR drop VDD | between 0.00015 and 0.0002 V |
| Fin cells | 379 |
| Synth Instances | approximately 250 |
| Post-route setup slack | roughly 2200 ps |
| CTS tree | built |
| Setup Total Neg Slack | 0 ps |
| Post-route cell area | around 3200 um2 |
| Largest net degree at the start of global routing | about 55 |
| # hold bufs at CTS | 0 |
| FF+latch area | around 1400 um2 |
| Yosys Instances | 252 |
| Asr flop ratio synth | 100% |
| Final hold viol count | 0 |
| Ant diodes | 0 |
| Cells on Worst Hold Path | 1 |
| Critical path required time | around 5200 ps |
| CTS Root Cell | clkbuf_8 |
| Die Y | about 98 um |
| Status | complete, no violations |
| DIE WIDTH | between 90 and 100 um |
| Post-CTS setup buffers | 0 |
| Vias in the first global route | ~1.7k |
| Cell Area, Synth | 2790 um2 |
| Drt drc | 0 |
| Crit path max fanout | 8 |
| Pre-Place Util | a little under a third |
| Crit. End Element | flop |
| Tool warning count | 29 |
| Clock transition at path regs | ~100 ps |
| Worst slack, placed | roughly 1900 ps |
| Comb gate area | 1300 um2 |
| IO Pins | 27 |
| Gpl congestion | 0.740 |
| Met2 WL | between 2 and 2.5 mm |
| Max clock buf depth | 2 |
| Total Power | approximately 1.2 mW |
| Worst reg2reg path depth | 7 |
| Slew headroom | a little over half |
| P&R area growth vs syn | 15.0% |
| Post-DP HPWL | roughly 3.2 mm |
| Via-to-Cell Ratio | around 4.7 |
| Cts repair resizes | 0 |
| Final setup violation count | 0 |
| Initial antenna violation count | 0 |
| Fin. max-slew vios | 0 |
| Remaining global-route overflow | 0 |
| Inserted Clock Buffers | 5 |
| Register share after synthesis | 49.0% |
| Synth warnings | 3 |
| Max cap viols | 0 |
| Global-route wire length before repair | 8.56 mm |
| Main flop type | dfrtp_1 |
| Layout cells sized above 1 | 17.3% |
| Buffers on Ports | 26 |
| WL final | 4.74 mm |
| Cell area leaders | dfrtp_1, dfstp_2, mux2_2, xor2_1, xnor2_1 |
| Crit path DAT | between 3000 and 4000 ps |
| Chip area | 9680 um2 |
| Post-route ant nets | 0 |
| Min Hold Slack | around 510 ps |
| Placed Cells | ~370 |
| Max Fclk | 360 MHz |
| Power per cell area | ~400 nW/um2 |
| Kind of critical path | primary input to flop |
| Worst reg2reg setup slack | roughly 2300 ps |
| Final period util | between 50% and 60% |
==> worst max-delay path by stage <==
stage,startpoint,endpoint,depth (start not counted)
CTS,start,ctrl.score[7]$_DFFE_PP0P_,6
global route,ctrl.state[1]$_DFFE_PP0P_,ctrl.score[7]$_DFFE_PP0P_,7
finish,start,ctrl.score[7]$_DFFE_PP0P_,6
==> cells by family (layout without fill, tap and decap cells) <==
family | count (synthesis) | after routing | synth area share (%)
XOR/XNOR | 36 | 36 | 11.3
buffers and inverters | 24 | 43 | 4.36
AND-OR/OR-AND | 29 | 29 | 7.10
multiplexers | 26 | 26 | 10.4
flip-flops | 54 | 54 | 49.0
AND/OR/NAND/NOR | 75 | 75 | 13.7
adder cells (fa/ha/maj) | 8 | 8 | 4.13
==> flip-flops by register name, indices dropped and copies added, names as in the netlist <==
name,count
snake.head_y,3
ctrl.move_enable,1
ctrl.new_food,1
snake.body1_x,3
snake.body2_x,3
ctrl.move_counter,16
snake.head_x,3
ctrl.state,2
ctrl.score,8
food_gen.lfsr,8
snake.body1_y,3
snake.body2_y,3
==> placed cells by master, fill, tap and decap left out, drive strengths merged, types with 2 or more instances in the layout <==
cell type	n
mux2i	3
nor2	24
fa	2
a21oi	7
nand3	8
o21ai	8
nand2b	3
dfrtp	43
mux2	23
a22o	3
clkdlybuf4s50	26
nor2b	3
a31oi	2
clkbuf	7
and4	2
nand2	15
o31ai	3
and3	3
ha	6
or4	5
dfstp	11
or3	3
xor2	22
a21boi	2
xnor2	14
nand4	3
inv	8
nor4	3
==> synthesized netlist by cell type (all sizes together) (2+ instances only) <==
library cell / n
nand3: 8
nor2: 24
nand2b: 3
o31ai: 3
a31oi: 2
nand4: 3
xor2: 22
clkbuf: 8
or4: 5
nor2b: 3
inv: 8
nand2: 15
o21ai: 8
or3: 3
fa: 2
dfrtp: 43
and4: 2
a22o: 3
dfstp: 11
buf: 8
mux2: 23
and3: 3
mux2i: 3
a21boi: 2
a21oi: 7
xnor2: 14
ha: 6
nor4: 3
==> where the power goes <==
| group | switching (mW) | total (mW) | internal, mW |
|---|---|---|---|
| Sequential | 0.0860 | 0.607 | 0.521 |
| Combinational | 0.163 | 0.374 | 0.210 |
| Clock | 0.142 | 0.269 | 0.127 |
| Total | 0.391 | 1.25 | 0.859 |
==> layer usage <==
metal | vias up | global-route usage, %
li1 | 891 | -
met1 | 868 | 16.9
met2 | 22 | 16.9
met3 | 4 | 2.11
met4 | 0 | 1.26
met5 | - | 0
==> critical path: stages <==
cell and delay (ps):
clkdlybuf4s50_1 540, mux2i_1 160, nand2b_1 300, or4_1 550
or3_1 320, a21oi_1 140
==> cell type report <==
type / count / share of cell area [%]
Sequential cell: 54 / 42.6
Multi-Input combinational cell: 174 / 40.6
Tap cell: 108 / 4.22
Clock buffer: 7 / 3.01
Inverter: 8 / 0.938
Timing Repair Buffer: 27 / 8.36
Clock inverter: 1 / 0.273
Power is estimated from default activity; no workload was simulated.
